**design/flow/config.mk**
```make
export PLATFORM = sky130hd
export DESIGN_NAME = FPMSeq
export DESIGN_NICKNAME = FPMSeq
export VERILOG_FILES = /design/flow/design.v
export SDC_FILE = /design/flow/constraint.sdc
export NUM_CORES = 4
export LEC_CHECK = 1
export CORE_UTILIZATION = 50
```
**design/flow/constraint.sdc**
```tcl
current_design FPMSeq

set clk_period 16.1
set clk_io_pct 0.2

create_clock -name clk0 -period $clk_period [get_ports {clk}]

set non_clock_inputs [all_inputs -no_clocks]
set_input_delay [expr $clk_period * $clk_io_pct] -clock clk0 $non_clock_inputs
set_output_delay [expr $clk_period * $clk_io_pct] -clock clk0 [all_outputs]
```
**design/flow/design.v**
```verilog
module FPM (
    input [31:0] a,
    input [31:0] b,
    output [31:0] result
);
    reg [23:0] mantissaA,mantissaB;
    reg [47:0] tempResult;
    reg [22:0] finalMantissa;
    reg [7:0] expA, expB;
    reg [8:0] tempExp;
    reg tempSign;
    always @(a,b) begin
        mantissaA = {1'b1,a[22:0]};
        mantissaB = {1'b1,b[22:0]};
        expA = a[30 : 23];
        expB = b[30 : 23];
        tempResult = 1'd0;
        tempSign = a[31] ^ b[31];
        if (a[30:0] == 31'd0 || b[30:0] == 31'd0)begin
            finalMantissa = 23'd0;
            tempExp = 9'd0;
            tempSign = 1'b0;
        end
        else begin
        tempResult = mantissaA * mantissaB;
        tempExp = expA + expB - 8'b01111111 + tempResult[47];
        finalMantissa = (tempResult[47] == 1'b1)? tempResult[46: 24]: tempResult[45:23];
        end
    end
    assign result [31] = tempSign;
    assign result [30:23]  = tempExp[7:0];
    assign result [22:0] = finalMantissa;
endmodule 
module FPMSeq(
    A,
    B,
    clk,
    reset,
    result
);
input clk, reset;
input [31:0] A,B;
output [31:0]  result;
wire [31:0] AReg;
wire [31:0] BReg;
wire [31:0] resultReg;
regN #(32) regA (
    clk,
    reset,
    A,
    AReg
);
regN #(32) regB (
    clk,
    reset,
    B,
    BReg
);
FPM multiplier(
    AReg,
    BReg,
    resultReg
);
regN #(32) outA (
    clk,
    reset,
    resultReg[31:0],
    result[31:0]
);
endmodule
module regN #(
    parameter N = 32
) (
    clk,
    reset,
    in,
    out
);
    input clk, reset;
    output reg [N-1:0] out;
    input [N-1:0] in;
    always @(posedge clk) begin
        if (reset) out <= 'b0;
        else out <= in;
    end
endmodule
```
**design/flow/run.sh**
```bash
#!/bin/bash
# OpenROAD 26Q1-2900-gdf79404cd8, Yosys 0.63+post, stock flow scripts
make -C /OpenROAD-flow-scripts/flow DESIGN_CONFIG=/design/flow/config.mk WORK_HOME=/design/flow/orfs finish
```
==> results.yml <==
# generated from flow reports
die:
  ios: 98
  die.size.y_microns: 209
  dieArea_sq_um: 43800
  fp_util: 0.509
  rows: 75
  die_x_microns: 209
  core_sq_um: 42200
routing:
  ant_nets: 0
  drt-total-wl_microns: 56500
  highest_layer: "met4"
  wl_met2_microns: 28100
  drc: 0
  first_pass_iters: 5
  routedWlPerCell_microns: 19.1
  wl_met3_microns: 5270
  diodes: 0
  avgViaCountPerCell: 5.20
  num_vias: 15400
  met1_length_microns: 21600
  drt_iter0_drc: 542
cells_and_area:
  comb_area_sq_um: 17000
  postLayoutCoreUtil: 0.554
  final_layout_size_suffix_gt1_frac: 0.0318
  fillers: 3784
  syn_to_final_growth_pct: 8.70
  seq_area_sq_um: 1920
cts:
  h-tree-depth: 3
  root_buffer: "clkbuf_16"
  cts.sinks: 96
  cts_tree: "done"
  path_clk_slew_ns: 0.07
  post_cts_buffers: 0
  holdBufCountCts: 0
  numCtsBuffers: 9
  cts_max_path_buffers: 2
  ctsResizeCount: 0
  clk_latency_ns: 0.35
sta:
  max_freq_mhz: 105
  report.final.hold_viol_count: 0
  grt_setup_unrepaired: "false"
  maxSlewHeadroom: 0.523
  fin_skew_ns: 0.0124
  finalMaxSlewViolations: 0
  fin_crit_sh: 0.594
  tns_ns: 0
  finalSetupViolations: 0
  tightest_slew_ns: 0.715
  min_period_ns: 9.57
synth:
  ys_cells: 2366
  ys_warn_count: 2
  ys_top_cells_by_area: "fa_1 (45%), ha_1 (11%), inv_1 (10%)"
  syn_area_sq_um: 21500
  yosys_area_sq_um: 21500
  ff_type: "dfxtp_1"
  top_area_cell: "fa_1"
  top_cell: "inv_1"
  syn_inst: 2366
  edf_count: 0
  yosysTopAreaCellShare: 0.449
  synth_flops: 96
  yosys-top-cells-count: "inv_1 (571), fa_1 (482), nand2_1 (310)"
  synth.avg_cell_area_sq_um: 9.09
  ys_seq_share: 0.0894
  synthArstFlopShare: 0
  netlist-cell-type-count: 57
power:
  p_per_area_nw_per_um2: 99.0
  p_total_w: 0.00231
  total_leakage_power_nw: 11.8
  ir_drop_v: 0.0000875
worst_hold_path:
  min_path_type: "reg -> reg"
grt:
  grt_start_max_net_pins: 66
  grt_pass1_vias: 16800
  grt_usage: 0.298
  grt_pass1_wl_microns: 91500
  grt_antenna_before_repair: 2
  grt-ovfl-total: 0
placed_design:
  gp_congestion: 0.944
  place_hpwl_microns: 43300
  portBuffers: 97
job:
  warnings: 26
  maxCapViolCount: 0
critical_path:
  critPathRequiredTime_ns: 16.32
  crit_top_cell: "fa_1"
  crit_path_end_kind: "flip-flop"
  crit_type: "reg -> reg"
  arrival_ns: 9.79
  startpoint_type: "flip-flop"
  crit_path_max_fanout: 30
  slowest_delay_ns: 0.78
  critPathSlowestCell: "dfxtp_1"
run_status:
  status: "completed"
layout make-up:
| cell class | instances | share of cell area |
|---|---|---|
| clock buffer | 9 | 0.00963 |
| clock inverter | 7 | 0.00284 |
| inverter | 573 | 0.0920 |
| multi-input combinational | 1589 | 0.728 |
| sequential | 96 | 0.0822 |
| tap | 539 | 0.0288 |
| timing repair buffer | 144 | 0.0564 |
layer usage:
layer / global-route usage / vias up
met5: 0.00445 / -
li1: - / 7015
met3: 0.116 / 90
met1: 0.403 / 7708
met4: 0.0634 / 0
met2: 0.479 / 552
report_power, final:
| part | switching [W] | internal [W] | total, W |
|---|---|---|---|
| Sequential | 0.0000139 | 0.000277 | 0.000291 |
| Clock | 0.0000988 | 0.000108 | 0.000207 |
| Combinational | 0.00108 | 0.000732 | 0.00182 |
| Total | 0.00120 | 0.00112 | 0.00231 |
critical path, delay by kind of cell (launching register included):
| kind | cells | cell delay [ns] |
|---|---|---|
| buffers and inverters | 6 | 0.93 |
| and+or+nand+nor | 3 | 0.42 |
| xor gates and xnor gates | 1 | 0.15 |
| DFF | 1 | 0.78 |
| AOI/OAI and AO/OA | 14 | 2.97 |
| adders and majority gates | 9 | 4.15 |
metrics by stage:
| step | area [sq um] | worst slack [ns] | std cells | hold slack, ns |
|---|---|---|---|---|
| floorplan | 21500 | 7.84 | 2366 | 0.454 |
| global placement | 23100 | 6.78 | 2941 | 0.465 |
| detailed placement | 23100 | 6.70 | 2941 | 0.481 |
| CTS | 23400 | 6.58 | 2957 | 0.497 |
| global route | 23400 | 6.11 | 2957 | 0.549 |
| finish | 23400 | 6.53 | 2957 | 0.490 |
registers in the layout (all words and copies together) (netlist names):
signal	flops
outA.out	32
regA.out	32
regB.out	32
kinds of logic after synthesis:
family / Yosys count / share of synthesized area
AND/OR/NAND/NOR: 725 / 0.166
AND-OR/OR-AND: 144 / 0.0458
multiplexers: 19 / 0.00884
adder cells (fa/ha/maj): 664 / 0.555
buffers and inverters: 681 / 0.120
flip-flops: 96 / 0.0894
XOR/XNOR: 37 / 0.0151
cells in the final DEF (no fill, tap or decap), drive strengths merged, types with 4 or more instances in the layout:
master / n
inv: 573
fa: 482
nand2: 310
and2: 215
ha: 182
clkdlybuf4s50: 96
dfxtp: 96
nor2: 73
nor2b: 71
a21oi: 48
buf: 48
a21o: 30
xnor2: 23
mux2i: 19
o21ai: 18
nor4: 15
nand4: 14
xor2: 14
clkbuf: 9
nand3: 8
o21bai: 8
a211oi: 8
nor3: 6
clkinv: 6
o211ai: 5
a221oi: 4
path summary, 6_finish.rpt:
check / start / end / slack [ns] / cells past startpoint
worst max-delay path: regB.out[0]$_SDFF_PP0_ / outA.out[30]$_SDFF_PP0_ / 6.53 / 33
worst min-delay path: regA.out[31]$_SDFF_PP0_ / outA.out[31]$_SDFF_PP0_ / 0.49 / 2
worst max register to register: regB.out[0]$_SDFF_PP0_ / outA.out[30]$_SDFF_PP0_ / 6.53 / 33
worst min register to register: regA.out[31]$_SDFF_PP0_ / outA.out[31]$_SDFF_PP0_ / 0.49 / 2
Power and IR drop assume default switching activity.

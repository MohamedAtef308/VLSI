## design.v

```verilog
module CRAdder (
    input [31:0] a,
    input [31:0] b,
    input cin,
    output [31:0] sum,
    output cout,
    output overflow
);
    wire [31:0] passCout;
    FullAdder bit0(a[0], b[0], cin, sum[0], passCout[0]);
    FullAdder bit1(a[1], b[1], passCout[0], sum[1], passCout[1]);
    FullAdder bit2(a[2], b[2], passCout[1], sum[2], passCout[2]);
    FullAdder bit3(a[3], b[3], passCout[2], sum[3], passCout[3]);
    FullAdder bit4(a[4], b[4], passCout[3], sum[4], passCout[4]);
    FullAdder bit5(a[5], b[5], passCout[4], sum[5], passCout[5]);
    FullAdder bit6(a[6], b[6], passCout[5], sum[6], passCout[6]);
    FullAdder bit7(a[7], b[7], passCout[6], sum[7], passCout[7]);
    FullAdder bit8(a[8], b[8], passCout[7], sum[8], passCout[8]);
    FullAdder bit9(a[9], b[9], passCout[8], sum[9], passCout[9]);
    FullAdder bit10(a[10], b[10], passCout[9], sum[10], passCout[10]);
    FullAdder bit11(a[11], b[11], passCout[10], sum[11], passCout[11]);
    FullAdder bit12(a[12], b[12], passCout[11], sum[12], passCout[12]);
    FullAdder bit13(a[13], b[13], passCout[12], sum[13], passCout[13]);
    FullAdder bit14(a[14], b[14], passCout[13], sum[14], passCout[14]);
    FullAdder bit15(a[15], b[15], passCout[14], sum[15], passCout[15]);
    FullAdder bit16(a[16], b[16], passCout[15], sum[16], passCout[16]);
    FullAdder bit17(a[17], b[17], passCout[16], sum[17], passCout[17]);
    FullAdder bit18(a[18], b[18], passCout[17], sum[18], passCout[18]);
    FullAdder bit19(a[19], b[19], passCout[18], sum[19], passCout[19]);
    FullAdder bit20(a[20], b[20], passCout[19], sum[20], passCout[20]);
    FullAdder bit21(a[21], b[21], passCout[20], sum[21], passCout[21]);
    FullAdder bit22(a[22], b[22], passCout[21], sum[22], passCout[22]);
    FullAdder bit23(a[23], b[23], passCout[22], sum[23], passCout[23]);
    FullAdder bit24(a[24], b[24], passCout[23], sum[24], passCout[24]);
    FullAdder bit25(a[25], b[25], passCout[24], sum[25], passCout[25]);
    FullAdder bit26(a[26], b[26], passCout[25], sum[26], passCout[26]);
    FullAdder bit27(a[27], b[27], passCout[26], sum[27], passCout[27]);
    FullAdder bit28(a[28], b[28], passCout[27], sum[28], passCout[28]);
    FullAdder bit29(a[29], b[29], passCout[28], sum[29], passCout[29]);
    FullAdder bit30(a[30], b[30], passCout[29], sum[30], passCout[30]);
    FullAdder bit31(a[31], b[31], passCout[30], sum[31], cout);
    assign overflow = ((~(a[31] ^ b[31])) & (sum[31] ^ a[31]));
endmodule
module FullAdder (
    input a,
    input b,
    input cin,
    output sum,
    output cout
);
    assign sum = a ^ b ^ cin;
    assign cout = (a & b) | (cin & ( a ^ b ));
endmodule
```

## run.sh

```bash
#!/bin/bash
# OpenROAD 26Q1-2900-gdf79404cd8, Yosys 0.63+post, stock flow scripts
make -C /OpenROAD-flow-scripts/flow DESIGN_CONFIG=/design/flow/config.mk WORK_HOME=/design/flow/orfs finish
```

## config.mk

```make
export PLATFORM = sky130hd
export DESIGN_NAME = CRAdder
export DESIGN_NICKNAME = CRAdder
export VERILOG_FILES = /design/flow/design.v
export SDC_FILE = /design/flow/constraint.sdc
export NUM_CORES = 4
export LEC_CHECK = 1
export CORE_AREA = 10 10 84 84
export DIE_AREA = 0 0 94 94
```

## constraint.sdc

```tcl
current_design CRAdder

set clk_period 41.7
set clk_io_pct 0.2

create_clock -name clk0 -period $clk_period

set non_clock_inputs [all_inputs -no_clocks]
set_input_delay [expr $clk_period * $clk_io_pct] -clock clk0 $non_clock_inputs
set_output_delay [expr $clk_period * $clk_io_pct] -clock clk0 [all_outputs]
```

==> reports/qor.txt <==
Comb power frac: 100.0%
final wirelength: 2920 µm
Site Rows: 26
maxcap violations: 0
Mapped Avg Cell Area: 12.3 µm²
area added between synthesis and finish: 88.9%
post-synth top area share: 67.9%
Max Slew Vio Count: 0
first-pass GRT wire length: 4420 µm
Hold-fix buffers, CTS: 0
Slew HR: 91.4%
# DRC: 0
1st-iter DRT viols: 2
post-synthesis cell type count: 6
initial antenna violation count: 0
status: complete, no violations
Seq pwr share: 0%
PwrDens: 14.6 nW/µm²
# resized after CTS: 0
Die H: 94 µm
GRT Total Usage: 6.27%
maximum resistive drop on vdd: 5.84 µV
Die W: 94 µm
Post-CTS Setup Bufs: 0
Detail Placement HPWL: 2920 µm
I/O pins: 99
most instantiated cells after synthesis: buf_4, fa_1, inv_1
largest net degree at the start of global routing: 4
OpenROAD warning count: 33
yosys cell count: 77
# clk buffers: 0
RSZ-0062 raised after global routing: false
final hold vios: 0
Port Buffers: 99
AND-OR/OR-AND Cells, Area Fraction: 0%
Min-Delay Path Class: input port to primary output
placer congestion estimate: 0.828
YS chip area: 943 µm²
P_leak: 0.688 nW
logic area: 666 µm²
critical path's slowest cell: clkdlybuf4s50_1
cell mode on critical path: fa_1
leading area contributor after synthesis: fa_1
Worst-Margin Slew: 129 ps
vias in the first global route: 919
sequential cell area: 0 µm²
Power Internal: 0.0194 mW
crit-path max FO: 2
sw frac: 25.6%
share of layout cells above drive strength 1: 0%
Critical Path RT: 33,360 ps
crit path time final: 30,410 ps
CP max stage delay: 480 ps
Core Box Area: 5200 µm²
Initial DRT Pass Iterations: 2
MUX area fraction: 0%
chip footprint: 8840 µm²
FFs & Latches: 0
Final period util: 72.9%
ANT nets after route: 0
dominant kind of combinational cell: adder cells
Overall Power: 0.0260 mW
Adder Area Share: 69.2%
switching power: 0.00666 mW
routed via count: 745
sequential-to-total area share from yosys stat: 0%
CP Capture Type: primary output
XOR Share, Synth: 0.928%
Max Fclk: 0.0329 GHz
Synth area leaders: fa_1, buf_4, inv_1
fill count: 520
CP Launch Type: input port
Vias/cell: 3.48
yosys warning tally: 0
clock network fraction of design power: 0%
Final TNS setup: 0 ps
global route overflow: 0
Ant. Diodes: 0
Syn Std Cell Area: 943 µm²
critical path class: input port to primary output
Worst EP arrival: 22,070 ps
Avg WL per Cell: 13.7 µm
initial core utilization: 18.1%
Synth Instances: 77
yosys simple share: 0.398%
final setup violation count: 0
-- per-stage QoR --
stage	hold slack [ps]	worst slack, ps	instance area (µm²)	cells	util, %
2_1_floorplan	16760	12710	943	77	-
3_3_place_gp	17740	11220	1780	214	34.2
3_5_place_dp	17740	11220	1780	214	34.2
4_1_cts	17750	11170	1780	214	34.2
5_1_grt	17790	10800	1780	214	34.2
6_report	17740	11290	1780	214	34.2
-- power groups by stage --
stage | combinational (mW) | clock (mW) | sequential [mW]
4_1_cts | 0.0271 | 0 | 0
5_1_grt | 0.0295 | 0 | 0
6_report | 0.0260 | 0 | 0
-- cells in the final DEF, fill, tap and decap left out --
master / n
clkdlybuf4s50_1: 99
fa_1: 32
ha_1: 1
inv_1: 10
nor2_1: 1
xor2_1: 1
-- metal layers --
metal  vias up  track usage (%)  wire, µm  part of all wire [%]
li1        324                -         -                     -
met3         0             6.79       826                    28
met2        88             8.64       964                    33
met1       333             6.92      1130                    39
met4         0                0         0                     0
met5         -                0         0                     0
-- cell families after synthesis --
group                      Yosys count
buffers and inverters               42
adders and majority gates           33
and+or+nand+nor                      1
xor gates and xnor gates             1
-- path summary, 6_finish.rpt --
| check | cells after the start | endpoint | start |
|---|---|---|---|
| setup / recovery | 39 | overflow | a[0] |
| hold / removal | 4 | overflow | b[31] |
-- critical path, delay by kind of cell --
family / cells / cell delay, ps
adders and majority gates: 32 / 12340
buffers and inverters: 5 / 1120
xor gates and xnor gates: 1 / 160
and+or+nand+nor: 1 / 80
-- cell type report --
| class | count | share of cell area (%) |
|---|---|---|
| inverter | 10 | 2.11 |
| multi-input combinational | 35 | 37.4 |
| tap | 70 | 4.92 |
| timing repair buffer | 99 | 55.6 |
Power is estimated from default activity; no workload was simulated.
